--- design/flow/config.mk ---
export PLATFORM = sky130hd
export DESIGN_NAME = dummy_apb_slave
export DESIGN_NICKNAME = dummy_apb_slave
export VERILOG_FILES = /design/flow/design.v
export SDC_FILE = /design/flow/constraint.sdc
export NUM_CORES = 4
export LEC_CHECK = 1
export CORE_UTILIZATION = 30
export SYNTH_MEMORY_MAX_BITS = 65536
--- design/flow/constraint.sdc ---
current_design dummy_apb_slave

set clk_period 43.4
set clk_io_pct 0.2

create_clock -name clk0 -period $clk_period [get_ports {i_clk}]

set non_clock_inputs [all_inputs -no_clocks]
set_input_delay [expr $clk_period * $clk_io_pct] -clock clk0 $non_clock_inputs
set_output_delay [expr $clk_period * $clk_io_pct] -clock clk0 [all_outputs]
--- design/flow/design.v ---
module dummy_apb_slave (
    input i_clk,
    input [31:0] i_paddr,
    input        i_psel,
    input        i_pwrite,
    input [31:0] i_pwdata,
    input        i_penable,
    output reg [31:0] o_prdata
);
parameter DEPTH = 256;
reg [31:0] mem [0:DEPTH-1];
initial
begin
    o_prdata =0;
end
wire write_enb; 
assign write_enb = i_psel & i_penable & i_pwrite;
wire read_enb;
assign read_enb = i_psel & i_penable & !i_pwrite;
always @(posedge i_clk)
begin
    if(write_enb)
    begin
        mem[i_paddr] <= i_pwdata;
    end
end
always @(*)
begin
    if(read_enb)
    begin
        o_prdata = mem[i_paddr];
    end
    else
    begin
        o_prdata = 0;
    end
end
endmodule
--- design/flow/run.sh ---
#!/bin/bash
# OpenROAD 26Q1-2900-gdf79404cd8, Yosys 0.63+post, stock flow scripts
make -C /OpenROAD-flow-scripts/flow DESIGN_CONFIG=/design/flow/config.mk WORK_HOME=/design/flow/orfs finish
==> Changelog: implementation <==
### Metrics

* Root Buffer: clkbuf_16
* Final period utilization at 0.5840
* DIE AREA at 1043000 sq um
* Asr flop ratio synth at 0
* Number of global-route vias before repair at 164610
* Flip-flops with a built-in enable at 8192
* DRC viols at 0
* Global-route wire length before repair at 1199000 um
* Max FFs per register at 8192
* Largest net degree at the start of global routing at 105
* Tally of filler cells in the layout at 93782
* Syn. warnings at 1
* Post-DR wirelength/cell at 28.59 um
* Top FF cell, synth: edfxtp_1
* Final setup margin at 18.05 ns
* Cell Type Count at 50
* Total grt overflow at 0
* Max-slew violation count at 0
* Antenna violations before repair at 42
* TNS Setup at 0 ns
* Pwr Density at 44.56 nW/um^2
* CTS max path bufs at 4
* Internal at 0.01257 W
* Hold Fails Final Rpt at 0
* Cell leakage power at 110.9 nW
* Dpl hpwl at 485700 um
* Total GRT Usage at 0.1725
* Relative slew slack at 0.1662
* CP Class: primary input to output pin
* Clk slew on worst S/H paths at 0.06 ns
* Area share, top type at 0.7890
* Cell area leaders: edfxtp_1, mux4_2, mux2i_1
* Starting Density at 0.3008
* # Cells Yosys at 14447
* Final min period at 25.35 ns
* CORE AREA at 1037000 sq um
* Count of tool warnings at 55
* Commonest Layout Cell: edfxtp_1
* Reg power frac at 0.544
* CP startpoint kind: primary input
* Post-cts repair resize count at 0
* Place WS at 17.90 ns
* Htree depth at 6
* Io pins at 100
* Clock Sink Count at 8192
* Total Wirelength at 848700 um
* HP Class: primary input to register
* Area delta synth->final at 15.28%
* Setup crit end kind: output pin
* Register share after synthesis at 0.7890
* Post-DR vias/cell at 5.080
* Sw Ratio at 0.2151
* Final Core Density at 0.3467
* Residual antenna-violating net count after detailed routing at 0
* Final Total Pwr at 0.01602 W
* NetSw at 0.003445 W
* Post-Syn Instances at 14447
* VDD IR-drop max at 48.37 uV
* Flops after synth at 8192
* Largest register by flop count: mem
* Max Freq at 0.03946 GHz
* Crit path DAT at 16.67 ns
* Logic area at 64260 sq um
* Via Count at 150824
* Layout cells sized above 1 at 0.2349
* Worst slew pin tran at 1.234 ns
* Reg area at 246000 sq um
* Cts bufs inserted at 780
* IO Port Bufs at 75
* First drt pass iteration count at 6
* Placer Congestion at 0.8626
* Worst Path Max Fanout at 58
* RSZ-0062 raised after global routing: no
* Avg Inst Size Synth at 21.58 sq um
* Synthesis area per yosys at 311800 sq um
* Die Width at 1021 um
* TritonCTS clock tree: yes
* Clock Power Share at 0.412
* Most numerous logic cells after layout: edfxtp_1, mux4_2, mux2i_1, buf_4, clkbuf_16
* Endpoints failing setup at 0
* Largest regs: mem: 8192 flops
* Post-CTS Setup Bufs at 0
* Status: finished, final reports clean
* Vert. Die Dim at 1021 um
* DR iter-0 viols at 10195
* Rows at 374
* Comb power frac at 0.045
* Cell area after synthesis at 311800 sq um
* Required @ worst endpoint at 34.72 ns
* Cell type with the largest total area after synthesis: edfxtp_1
* Hold WS at 7.877 ns
* Hold Buf Count CTS at 0
* Maxcap violations at 0
-- final timing paths --
path	start	endpoint	depth (start not counted)
max	i_paddr[0]	o_prdata[18]	16
min	i_pwdata[0]	mem[35][0]	1
-- metrics by stage --
stage | area [sq um] | instances
finish | 359400 | 29688
global route | 359300 | 29634
CTS | 359200 | 29600
detailed placement | 334500 | 28175
global placement | 334500 | 28175
floorplan | 311800 | 14447
-- power by group through the flow --
stage	registers [W]	clock network, W	logic, W
after global routing	0.00870	0.00701	0.000767
after CTS	0.00871	0.00670	0.000724
final	0.00871	0.00659	0.000715
-- cell type report --
class	instances	share of cell area
Tap cell	13724	0.04778
Timing Repair Buffer	872	0.01959
Sequential cell	8192	0.6845
Multi-Input combinational cell	5386	0.1788
Inverter	1	0.00001393
Clock buffer	952	0.05622
Antenna cell	88	0.0006127
Clock inverter	473	0.01253
-- cells by family after synthesis --
| group | Yosys count | synth area share |
|---|---|---|
| DFF | 8192 | 0.7890 |
| muxes | 2632 | 0.1436 |
| AOI/OAI and AO/OA | 1696 | 0.03931 |
| and+or+nand+nor | 1058 | 0.01525 |
| buffers and inverters | 869 | 0.01283 |
-- synthesized netlist by cell type (38+ instances only) --
library cell / number
a41oi_1: 63
buf_4: 63
nand2_1: 411
a22oi_1: 482
o21ai_0: 64
a21oi_1: 222
clkbuf_1: 412
buf_2: 279
nand3_1: 136
buf_1: 93
a211oi_1: 187
o22ai_1: 257
and3_1: 38
nor2b_1: 73
nor4_1: 95
a221oi_1: 191
mux4_2: 1469
a22o_1: 64
edfxtp_1: 8192
nor2_1: 278
mux2i_1: 1131
-- worst max-delay path, cell delays in order --
cell             delay [ns]
buf_16                 0.36
buf_4                  0.62
buf_4                  0.51
buf_4                  0.54
buf_4                  0.58
buf_4                  0.52
buf_4                  0.52
buf_4                  0.56
buf_4                  0.69
mux4_2                 0.63
a211oi_1               0.28
a21oi_1                0.18
a21oi_1                0.32
nand3_1                0.24
a311o_1                0.66
clkdlybuf4s50_1        0.53
-- per-layer routing --
| layer | vias up | share of wire | track usage |
|---|---|---|---|
| met5 | - | 0.0045 | 0.02109 |
| met4 | 60 | 0.036 | 0.05017 |
| met3 | 1433 | 0.20 | 0.1614 |
| met2 | 10499 | 0.46 | 0.2548 |
| met1 | 75868 | 0.30 | 0.1706 |
| li1 | 62964 | - | - |
Power is estimated from default activity; no workload was simulated.
